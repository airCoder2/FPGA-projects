<file path="run.sh">
#!/bin/bash
# OpenROAD 26Q1-2900-gdf79404cd8, Yosys 0.63+post, stock flow scripts
make -C /OpenROAD-flow-scripts/flow DESIGN_CONFIG=/design/flow/config.mk WORK_HOME=/design/flow/orfs finish
</file>
<file path="constraint.sdc">
current_design mojo_top

set clk_period 2.7
set clk_io_pct 0.2

create_clock -name clk0 -period $clk_period [get_ports {clk}]

set non_clock_inputs [all_inputs -no_clocks]
set_input_delay [expr $clk_period * $clk_io_pct] -clock clk0 $non_clock_inputs
set_output_delay [expr $clk_period * $clk_io_pct] -clock clk0 [all_outputs]
</file>
<file path="config.mk">
export PLATFORM = sky130hd
export DESIGN_NAME = mojo_top
export DESIGN_NICKNAME = mojo_top
export VERILOG_FILES = /design/flow/design.v
export SDC_FILE = /design/flow/constraint.sdc
export NUM_CORES = 4
export LEC_CHECK = 1
export CORE_UTILIZATION = 40
</file>
<file path="design.v">
module mojo_top(
    input clk,
    input rst_n,
    input cclk,
    output[7:0]led,
    output spi_miso,
    input spi_ss,
    input spi_mosi,
    input spi_sck,
    output [3:0] spi_channel,
    input avr_tx,  
    output avr_rx,  
    input avr_rx_busy,  
	 input start,
	 output [7:0] data, 
	 output reg RS, RW, E
	 );
wire rst = ~rst_n;  
assign spi_miso = 1'bz;
assign avr_rx = 1'bz;
assign spi_channel = 4'bzzzz;
assign led[7:0] = 5'h00;
localparam [1:0]      idle      = 2'b00,
					  lcd_init  = 2'b01,
					  lcd_print = 2'b10;
reg [1:0] state_reg, state_next;
reg [4:0] addr_reg, addr_next;
reg [21:0] cnt_reg, cnt_next;
reg [1:0] s1, s2;
always@(posedge clk, posedge rst)
begin
	if(rst)
		state_reg <= idle;
	else
		state_reg <= state_next;
end
always @*
begin
	case(state_reg)
		idle:
			if(start)
				state_next = lcd_init;
			else
				state_next = idle;
		lcd_init:
			if(addr_reg == 5'h03 && cnt_reg == 3550000)
				state_next = lcd_print;
			else 
				state_next = lcd_init;
		lcd_print:
			if(addr_reg == 5'h19 && cnt_reg == 3550000)
				state_next = idle;
			else 
				state_next = lcd_print;
		 default:
				state_next = idle;
		endcase
end
always @*
begin
		case(state_reg)
			idle:
				begin
				s1 = 2'b10;
				s2 = 2'b10;
				RW = 0;
				RS = 0;
				E = 0;
				end
			lcd_init:
				begin
				s1 = 2'b00;
				s2 = 2'b01;
				RS = 0;
				RW = 0;
				E = 0;
				if (cnt_reg >= 500000)
					E = 1;
				if (cnt_reg >= 3400000)
					E = 0;
				if (cnt_reg == 3550000)
				begin
					s1 = 2'b01;
					s2 = 2'b10;
				end
				end
			lcd_print:
				begin
				s1 = 2'b00;
				s2 = 2'b01;
				RS = 1;
				RW = 0;
				E = 0;
				if (cnt_reg >= 500000)
					E = 1;
				if (cnt_reg >= 3400000)
					E = 0;
				if (cnt_reg == 3550000)
				begin
					s1 = 2'b01;
					s2 = 2'b10;
				end
				end
			default:
				begin
				s1 = 2'b10;
				s2 = 2'b10;
				RW = 0;
				RS = 0;
				E = 0;
				end
		endcase
end
wire [7:0] rom_data [19:0];
  assign rom_data[0] = 8'h38;
  assign rom_data[1] = 8'h06;
  assign rom_data[2] = 8'h0C;
  assign rom_data[3] = 8'h01;
  assign rom_data[4] = " ";
  assign rom_data[5] = " ";
  assign rom_data[6] = "H";
  assign rom_data[7] = "E";
  assign rom_data[8] = "L";
  assign rom_data[9] = "L";
  assign rom_data[10] = "O";
  assign rom_data[11] = " ";
  assign rom_data[12] = "W";
  assign rom_data[13] = "O";
  assign rom_data[14] = "R";
  assign rom_data[15] = "L";
  assign rom_data[16] = "D";
  assign rom_data[17] = "!";
  assign rom_data[18] = " ";
  assign rom_data[19] = " ";
  assign data = rom_data[addr_reg];
always@(posedge clk, posedge rst)
begin
	if(rst)
		addr_reg <= 5'b0;
	else
		addr_reg <= addr_next;
end
always @* 
	case(s1)
		2'b00:
			addr_next = addr_reg;
		2'b01:
			addr_next = addr_reg + 1'b1;
		2'b10:
			addr_next = 5'b0;
		default:
			addr_next = addr_reg;
	endcase
always@(posedge clk, posedge rst)
begin
	if(rst)
		cnt_reg <= 21'h0;
	else
		cnt_reg <= cnt_next;
end
always @* 
	case(s2)
		2'b00:
			cnt_next = cnt_reg;
		2'b01:
			cnt_next = cnt_reg + 1'b1;
		2'b10:
			cnt_next = 21'h0;
		default:
			cnt_next = cnt_reg;
	endcase
endmodule
</file>
==> flow_metrics.py <==
# Auto-generated metrics
metrics = {
    "worst_setup_path": {
        "critPathMaxFanout": 6,
        "startpoint_type": "flop",
        "critical_path_arrival_ns": 2.12,
        "max_stage_delay_ns": 0.40,
        "crit_required_ns": 2.16,
        "critical_path_class": "flop to primary output",
        "slowest_stage": "dfrtp_1",
        "crit_path_end_kind": "primary output",
        "worstPathCellList": "buf_6 > ha_4 > buf_6 > mux2_2 > a32oi_2 > nand3_2 > buf_4 > o21ai_1 > dlygate4sd2_1",
        "worst_path_most_repeated_cell": "buf_6",
    },
    "layout": {
        "post-route-util_pct": 52.2,
        "drive_gt1_share_pct": 24.7,
        "largest_reg_flops": 22,
        "multiInputGateArea_um2": 1370,
        "final_area_um2": 2700,
        "area_delta_synth_final_pct": 24.7,
        "regArea_um2": 756,
        "fillers": 457,
    },
    "synthesis": {
        "top_cell_area_share_pct": 33.5,
        "ys_cells": 252,
        "synth_warnings": 4,
        "top_cells_by_area": "dfrtp_1, buf_4, ha_1, nor2_1, xnor2_1",
        "ys.flop_type": "dfrtp_1",
        "synthMuxAreaShare_pct": 1.50,
        "synthSimpleGateAreaFrac_pct": 30.8,
        "synth.comb.largest_family": "simple AND/OR/NAND/NOR gates",
        "ys_sh_adder_pct": 4.04,
        "avgSynthCellArea_um2": 8.60,
        "ys_chip_area_um2": 2170,
        "synth_cell_type_count": 52,
        "aoi_share_pct": 12.5,
        "netlist.top_cell.by_area": "dfrtp_1",
        "top_cell": "dfrtp_1",
        "common_cells": "dfrtp_1, nor2_1, buf_4, nand2_1, nand3_1",
        "synth_area_um2": 2170,
        "ys.flops": 30,
        "synth_seq_share_pct": 34.7,
        "synthesis.instances": 252,
        "edf_count": 0,
        "async_flop_share_pct": 100,
        "ys_sh_xor_pct": 5.66,
    },
    "floorplan": {
        "ios": 34,
        "chipArea_um2": 5720,
        "die_h_um": 75.6,
        "die_w_um": 75.6,
        "fp_util_pct": 41.9,
        "num_rows": 26,
        "core-area_um2": 5170,
    },
    "clock_network": {
        "clkTransAtPathRegs_ns": 0.06,
        "clock-sinks": 30,
        "cts_buffers": 5,
        "cts_tree": "built",
        "cts_buffer_depth": 2,
        "cts_hold_buf": 0,
        "htreeDepth": 2,
        "clock_latency_ns": 0.28,
        "cts_root_buffer": "clkbuf_8",
    },
    "worst_hold_path": {
        "min_path_type": "flop to flop",
    },
    "detailed_routing": {
        "wl_per_cell_um": 13.3,
        "vias": 1907,
        "drt-pass1-iter-count": 4,
        "wl_um": 4760,
        "drc": 0,
        "antenna_cells": 0,
        "drtAntennaViolNets": 0,
        "drtIter0Drc": 126,
        "viasPerCell": 5.33,
    },
    "global_route": {
        "track_usage_pct": 19.2,
        "grt_antenna_before_repair": 0,
        "grt_max_degree": 31,
        "grt_pass1_vias": 1745,
        "grt_pass1_wl_um": 8360,
        "grt_remaining_overflow": 0,
    },
    "sta": {
        "drv_slew": 0,
        "relSlewSlack_pct": 66.4,
        "skew_ns": 0.00482,
        "clock.fmax_mhz": 376,
        "setup_ws_ns": 0.0409,
        "period_used_pct": 98.5,
        "hold_ws_ns": 0.540,
        "rsz0062_at_grt": "true",
        "period_minus_slack_ns": 2.66,
        "worst_slew_pin_slew_ns": 0.502,
        "setup_violations": 0,
        "hold_viol": 0,
    },
    "place": {
        "io_buffers": 11,
        "place_area_um2": 2430,
        "globalplace.congestion": 0.854,
        "hpwl_um": 3250,
        "post-place-ws_ns": -0.0497,
    },
    "power_and_ir_drop": {
        "comb_power_share_pct": 1.6,
        "worst_ir_drop_vdd_v": 0.000218,
        "p_leak_nw": 1.06,
        "power_uw": 833,
        "power.switching_uw": 174,
        "p_int_uw": 658,
        "power_density_nw_per_um2": 308,
        "sequentialPowerShare_pct": 54.0,
        "switching_share_pct": 20.9,
        "clkPwrFrac_pct": 44.4,
    },
    "run": {
        "warnings": 36,
        "max_cap_viol_count": 0,
    },
    "run_status": {
        "status": "finished, final reports clean",
    },
}
routing by layer:
layer / wire, um / track usage (%) / part of all wire [%]
met1: 2370 / 31.5 / 50
met2: 2180 / 27.9 / 46
met3: 197 / 3.75 / 4.1
met4: 14 / 1.44 / 0.29
met5: 0 / 0 / 0
critical path, delay by kind of cell (launching register included):
kind                     cells  cell delay, ns
AND/OR/NAND/NOR              1            0.12
multiplexers                 1            0.26
flip-flops                   1            0.40
adder cells (fa/ha/maj)      1            0.15
AND-OR/OR-AND                2            0.31
buffers and inverters        4            0.61
cells in the final DEF (no fill, tap or decap), types with 7 or more instances in the layout:
cell / synthesis / routed
o21ai_0: 9 / 7
buf_4: 16 / 29
nor4_1: 8 / 7
dfrtp_1: 29 / 26
a21oi_1: 11 / 11
nand3_1: 13 / 12
nand4_1: 9 / 9
or4_1: 7 / 7
xnor2_1: 8 / 8
nor2_1: 21 / 21
o31ai_1: 7 / 7
inv_1: 12 / 10
conb_1: 1 / 16
nand2_1: 16 / 15
stage by stage:
stage / instances / TNS, ns
after floorplan: 267 / 0
after global placement: 345 / -0.0181
after detailed placement: 345 / -0.0620
after CTS: 358 / 0
after global routing: 358 / -0.0624
final: 358 / 0
cells by family after synthesis:
kind of cell    Yosys count
compound gates           41
xor+xnor                 14
fa+ha+maj                 7
buf+inv                  41
flops                    30
mux                       3
other cells               1
simple gates            115
area by class of cell:
type	count	area share [%]
repair buffers	42	13.0
well taps	70	3.24
flip-flops and latches	30	28.0
inverters	12	1.76
clock inverters	1	0.185
multi-input cells	196	50.6
clock buffers	7	3.20
power by group through the flow:
| stage | Clock [mW] | Combinational [mW] | Sequential, mW |
|---|---|---|---|
| final | 0.370 | 0.0132 | 0.450 |
| after global routing | 0.404 | 0.0167 | 0.449 |
| after CTS | 0.382 | 0.0146 | 0.449 |
worst paths after layout:
path | end | cells after the start | slack [ns] | from
min | cnt_reg[0] | 1 | 0.54 | cnt_reg[0]
max in group asynchronous | state_reg[0] | 2 | 1.74 | rst_n
max | data[4] | 9 | 0.04 | addr_reg[0]
min reg2reg | cnt_reg[0] | 1 | 0.54 | cnt_reg[0]
min in group asynchronous | addr_reg[2] | 2 | 0.65 | rst_n
max reg2reg | addr_reg[3] | 6 | 0.62 | cnt_reg[0]
what timing repair did:
item                                    in CTS  in global routing
resized                                     27                 17
endpoints found under the setup margin       6                  7
pin swaps                                    8                  8
endpoints found under the hold margin        0                  0
setup buffers                                5                  1
Power and IR drop assume default switching activity.
